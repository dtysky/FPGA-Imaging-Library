==> design.v <==
`timescale 1ns / 1ps
module FixedRoundSigned(
	clk,
	fixed_num,
	round,
	overflow
	);
	parameter num_width = 42;
	parameter fixed_pos = 16;
	parameter res_width = 12;
	input clk;
	input signed [num_width - 1 : 0] fixed_num;
	output reg signed [res_width : 0] round;
	output reg overflow;
	reg signed [num_width - 1 : 0] num_orig;
	reg num_orig_sflag, num_orig_rflag, reg_overflow;
	reg signed [res_width : 0] num_comp;
	always @(posedge clk) begin
		num_orig <= fixed_num[num_width - 1] == 0 ? fixed_num : 
			{fixed_num[num_width - 1], ~(fixed_num[num_width - 2 : 0] - 1)};
		num_comp <= num_orig[num_width - 1] == 0 ? 
			{num_orig[num_width - 1], num_orig[res_width + fixed_pos - 1 : fixed_pos]} : 
			{num_orig[num_width - 1], ~num_orig[res_width + fixed_pos - 1 : fixed_pos] + 1};
		reg_overflow <= num_orig[num_width - 2 : res_width + fixed_pos] == 0 ? 0 : 1;
		overflow <= reg_overflow;
		num_orig_sflag <= num_orig[num_width - 1];
		num_orig_rflag <= num_orig[fixed_pos - 1];
		case(num_orig_sflag)
			0 : round <= num_orig_rflag == 0 ? num_comp : num_comp + 1;
			1 : round <= num_orig_rflag == 0 ? num_comp : num_comp - 1;
			default :  ;
		endcase
	end
endmodule
==> run.sh <==
#!/bin/bash
# OpenROAD 26Q1-2900-gdf79404cd8, Yosys 0.63+post, stock flow scripts
make -C /OpenROAD-flow-scripts/flow DESIGN_CONFIG=/design/flow/config.mk WORK_HOME=/design/flow/orfs finish
==> config.mk <==
export PLATFORM = sky130hd
export DESIGN_NAME = FixedRoundSigned
export DESIGN_NICKNAME = FixedRoundSigned
export VERILOG_FILES = /design/flow/design.v
export SDC_FILE = /design/flow/constraint.sdc
export NUM_CORES = 4
export LEC_CHECK = 1
export CORE_UTILIZATION = 30
==> constraint.sdc <==
current_design FixedRoundSigned

set clk_period 5.8
set clk_io_pct 0.2

create_clock -name clk0 -period $clk_period [get_ports {clk}]

set non_clock_inputs [all_inputs -no_clocks]
set_input_delay [expr $clk_period * $clk_io_pct] -clock clk0 $non_clock_inputs
set_output_delay [expr $clk_period * $clk_io_pct] -clock clk0 [all_outputs]
==> notes.md <==
flow finished, numbers: tool warnings=26, drt first pass iters=4, Worst-Skew Late Latency=0.33 ns, initial DRC count=69, Setup WS post-layout=2.54 ns, Flop area=0.00114 mm², Post-route DRC=0, global-route wire length before repair=7190 µm, clock slew seen by the registers of the worst setup and hold paths=0.06 ns, clk root buf=clkbuf_8, Max VDD drop=0.000117 V, antenna-violating nets left=0, ys cells=251, R2R Path Start=num_orig_sflag, fin crit period=3.26 ns, Die Span Y=92.1 µm, Crit path largest cell delay=0.58 ns, layout overhead on the synthesized area=34.4%, FFs w/ async S/R, synth=0, worst hold-check path type=register to register, FILL cells=754, CTS Hold Bufs=0, Power Density=301 mW/mm², clock skew=0.00676 ns, H-tree depth=3, Slowest cell on crit path=or4_4, hpwl dp=3170 µm, clock buffer depth=2, Slew headroom=0.436, EDFF count, synth=0, crit path kind=input port to register, critical-path cell list=clkdlybuf4s50_1 > or4_4 > nor3_1 > nand4_1 > o41ai_1 > xnor2_1, Dominant cell area share=0.469, GR Overflow Total=0, clock sinks=57, Startpoint Class=input port, final wirelength=4290 µm, cts bufs inserted=9, fin cells=415, largest net degree at the start of global routing=28, Final setup viols=0, layout cell share with drive strength beyond 1=0.0799, Max-cap violations=0, CTS resizes=0, CTS tree=built, Buffers on Ports=56, #FFs+latches synth=57, hold depth=0, Layout Utilization=0.421, via count=1900, chip area in the Yosys report=0.00243 mm², final period utilization=0.562, Synth cell types=38, Post-CTS Setup Inserts=0, worst path required time=6.06 ns, final hold violations=0, r2r worst-path depth=5, DP Area=0.00308 mm², WP data arrival=3.52 ns, DP Worst Slack=2.20 ns, # IOs=57, GP Congestion=0.834, ys flop type=dfxtp_1, CP startpoint=fixed_num[20], vias per inst=4.58, leakage power=1.17 nW, Setup TNS=0 ns, GR Util All Layers=0.105, post-synth top area cell=dfxtp_1, Fmax achieved=0.307 GHz, Syn. warnings=1, Post-synth seq share=0.469, Placeable Area=0.00777 mm², Routed wire per std cell=10.3 µm, antenna cells=0, fin. max-slew vios=0, initial antenna violation count=0, logic area=0.00123 mm², Pre-Place Util=0.313, placed insts=399, top-count cell post-synth=dfxtp_1, Mean Syn Cell Area=9.70 µm², RSZ-0062 raised after global routing=no, row count=32, Post-Syn Area=0.00243 mm², CP Capture Type=register, Final Cell Area=0.00327 mm², Max Fanout on Critical Path=12, Top cells by area=dfxtp_1, xnor2_1, nand2_1, o21ai_0, o31ai_1, Syn Inst Count=251, commonest cells in the netlist=dfxtp_1, xnor2_1, nand2_1, Slew @ Worst Pin=0.844 ns, die width=92.1 µm, chip area=0.00848 mm², worst hold start=reg_overflow, number of global-route vias before repair=1685, status=finished clean
## report_power, final
part | switching (mW) | total [mW] | internal (mW)
registers | 0.0386 | 0.484 | 0.445
clock network | 0.149 | 0.357 | 0.208
logic | 0.0432 | 0.142 | 0.0991
total | 0.231 | 0.983 | 0.752
## cell families after synthesis
family                     Yosys count  synth area share
adders and majority gates            3            0.0154
AOI/OAI and AO/OA                   40             0.111
muxes                                1           0.00463
DFF                                 57             0.469
xor gates and xnor gates            49             0.176
buffers and inverters               15            0.0267
and+or+nand+nor                     86             0.197
## layer usage
metal | vias up | global-route usage | wire [µm] | part of all wire
li1 | 1009 | - | - | -
met1 | 825 | 0.140 | 2060 | 0.48
met2 | 55 | 0.169 | 1860 | 0.43
met3 | 11 | 0.0312 | 255 | 0.059
met4 | 0 | 0.0247 | 112 | 0.026
met5 | - | 0 | 0 | 0
## through the flow
step / power [mW] / hold WS, ns
finish: 0.983 / 0.327
global route: 1.04 / 0.338
CTS: 0.996 / 0.328
detailed placement: 0.635 / 0.313
global placement: 0.634 / 0.317
floorplan: 0.553 / 0.310
## path summary, 6_finish.rpt
check | to | slack (ns)
worst max-delay path | num_orig[40] | 2.54
worst min-delay path | overflow | 0.33
worst max register to register | round[11] | 3.77
worst min register to register | overflow | 0.33
## worst max-delay path: cells and delay by family
| family | cells | cell delay (ns) |
|---|---|---|
| simple gates | 3 | 1.17 |
| compound gates | 1 | 0.56 |
| buf+inv | 1 | 0.46 |
| xor+xnor | 1 | 0.16 |
## layout by cell type, fill, tap and decap left out, types with 2 or more instances in the layout
cell / instances
or4b_2: 2
or4_1: 6
clkinv_2: 2
inv_1: 5
or4_4: 2
nor3_1: 5
clkdlybuf4s50_1: 56
and3b_1: 2
nand3_1: 8
and3_1: 2
nor2_1: 14
nand4_1: 2
ha_1: 3
xor2_1: 4
dfxtp_1: 57
nor4_1: 6
o41ai_1: 8
nand2_1: 21
or3_1: 6
o31ai_1: 10
a21oi_1: 3
o21ai_0: 15
or2_2: 2
clkinvlp_4: 2
xnor2_1: 45
clkbuf_8: 10
## layout make-up
type	instances	share of cell area
Multi-Input combinational cell	179	0.375
Sequential cell	57	0.349
Timing Repair Buffer	56	0.171
Clock buffer	11	0.0432
Tap cell	102	0.0390
Clock inverter	5	0.0168
Inverter	5	0.00574
## state kept, by name, indices dropped and copies added (netlist names)
name,cells
round,13
num_orig,27
num_comp,13
num_orig_sflag,1
reg_overflow,1
num_orig_rflag,1
overflow,1
Power and IR drop assume default switching activity.
