$ cat config.mk
export PLATFORM = sky130hd
export DESIGN_NAME = FixedRoundSigned1
export DESIGN_NICKNAME = FixedRoundSigned1
export VERILOG_FILES = /design/flow/design.v
export SDC_FILE = /design/flow/constraint.sdc
export NUM_CORES = 4
export LEC_CHECK = 1
export CORE_UTILIZATION = 50
$ cat constraint.sdc
current_design FixedRoundSigned1

set clk_period 5.8
set clk_io_pct 0.2

create_clock -name clk0 -period $clk_period [get_ports {clk}]

set non_clock_inputs [all_inputs -no_clocks]
set_input_delay [expr $clk_period * $clk_io_pct] -clock clk0 $non_clock_inputs
set_output_delay [expr $clk_period * $clk_io_pct] -clock clk0 [all_outputs]
$ cat run.sh
#!/bin/bash
# OpenROAD 26Q1-2900-gdf79404cd8, Yosys 0.63+post, stock flow scripts
make -C /OpenROAD-flow-scripts/flow DESIGN_CONFIG=/design/flow/config.mk WORK_HOME=/design/flow/orfs finish
$ cat design.v
`timescale 1ns / 1ps
module FixedRoundSigned1(
	clk,
	fixed_num,
	round,
	overflow
	);
	parameter num_width = 42;
	parameter fixed_pos = 16;
	parameter res_width = 12;
	input clk;
	input signed [num_width - 1 : 0] fixed_num;
	output reg signed [res_width : 0] round;
	output reg overflow;
	reg signed [num_width - 1 : 0] num_orig;
	reg num_orig_sflag, num_orig_rflag, reg_overflow;
	reg signed [res_width : 0] num_comp;
	always @(posedge clk) begin
		num_orig <= fixed_num[num_width - 1] == 0 ? fixed_num : 
			{fixed_num[num_width - 1], ~(fixed_num[num_width - 2 : 0] - 1)};
		num_comp <= num_orig[num_width - 1] == 0 ? 
			{num_orig[num_width - 1], num_orig[res_width + fixed_pos - 1 : fixed_pos]} : 
			{num_orig[num_width - 1], ~num_orig[res_width + fixed_pos - 1 : fixed_pos] + 1};
		reg_overflow <= num_orig[num_width - 2 : res_width + fixed_pos] == 0 ? 0 : 1;
		overflow <= reg_overflow;
		num_orig_sflag <= num_orig[num_width - 1];
		num_orig_rflag <= num_orig[fixed_pos - 1];
		case(num_orig_sflag)
			0 : round <= num_orig_rflag == 0 ? num_comp : num_comp + 1;
			1 : round <= num_orig_rflag == 0 ? num_comp : num_comp - 1;
			default :  ;
		endcase
	end
endmodule
==> ci_impl_report.md <==
### Metrics collected by this job

| Metric | Value |
|---|---|
| Status | completed |
| Clock Path Buffers | 2 |
| Initial antenna violation count | 0 |
| Routed Antenna Nets | 0 |
| Root buf cell | clkbuf_8 |
| Dpl hpwl | 3030 microns |
| R2R depth | 5 |
| Ys Warns | 1 |
| Largest net degree at the start of global routing | 28 |
| Gpl congestion | 0.815 |
| Critical Path Start Type | input port |
| Endpoint class of the critical path | register |
| DRT Pass-1 Iters | 4 |
| Die Height | 71.8 microns |
| Sink Count | 57 |
| Die Span X | 71.8 microns |
| Peak VDD IR | 0.134 mV |
| Final setup viols | 0 |
| Chip area | 5150 sq um |
| # IOs | 57 |
| Hold path depth | 0 |
| Iter 0 DRT Violations | 43 |
| Fp util | 0.519 |
| Most numerous logic cell after layout | dfxtp_1 |
| Setup TNS | 0 ns |
| Via-per-instance ratio | 5.18 |
| Area delta synth->final | 30.1% |
| Gr usage total | 0.175 |
| Synth area leader | dfxtp_1 |
| Inserted Diodes | 0 |
| # fillers | 393 |
| WP data arrival | 3.53 ns |
| # Post-CTS Setup Buffers | 0 |
| Yosys stat area | 2430 sq um |
| Flop area | 1140 sq um |
| Max Freq | 0.305 GHz |
| Post-route DRC | 0 |
| RSZ-0062 raised after global routing | no |
| Max cap viols | 0 |
| Overflow after GRT | 0 |
| Final Hold Vio Count | 0 |
| FP Rows | 25 |
| Area contributors post-synth | dfxtp_1 47%, xnor2_1 16%, nand2_1 3.2%, o21ai_0 3.1%, o31ai_1 3.1% |
| Leakage | 0.00115 uW |
| Vias in the first global route | 1738 |
| Layout Skew | 0.00568 ns |
| Post-CTS Resized | 0 |
| Port Buf Inserts | 56 |
| Final instance area | 3170 sq um |
| Pwr Density | 288 nW/um^2 |
| Synthesized area per cell | 9.70 sq um |
| Post-Synthesis Cells | 251 |
| Reg clk slew, reported paths | 0.05 ns |
| Detailed Route WL | 4030 microns |
| Yosys cell count | 251 |
| Final period utilization | 0.565 |
| Fin. max-slew vios | 0 |
| DR vias | 1887 |
| Min cycle time layout | 3.28 ns |
| Placed cell area | 3020 sq um |
| Share of layout cells above drive strength 1 | 0.0677 |
| Worst-margin pin slew | 0.837 ns |
| First-pass GRT wire length | 7070 microns |
| Synth cell types | 38 |
| Worst slew margin | 0.440 |
| Clock latency on the worst-skew pair | 0.32 ns |
| Cell Area, Synth | 2430 sq um |
| CTS HTree Levels | 3 |
| Worst hold path class | register to register |
| Most frequent cells in the layout | 57 x dfxtp_1, 56 x clkdlybuf4s50_1, 45 x xnor2_1 |
| Log Warnings | 27 |
| Placeable Area | 4690 sq um |
| CP required | 6.05 ns |
| WL per Instance | 11.1 microns |
| Crit path max fanout | 12 |
| Registers, synthesis | 57 |
| Critical path type | input port to register |
| CTS Buf Count | 9 |
| Max-area cell share | 0.469 |
| Seq share, synth | 0.469 |
| Logic area | 1230 sq um |
| CTS tree | yes |
| Hold-fix buffers, CTS | 0 |
worst max-delay path, stage by stage:
cell	delay, ns
clkdlybuf4s50_1	0.46
or4_4	0.58
nor3_1	0.15
nand4_1	0.46
o41ai_1	0.57
xnor2_1	0.16
cells in the mapped netlist (all sizes together):
master / instances
or4: 9
or4b: 2
o221ai: 1
ha: 3
xnor2: 45
o41ai: 8
and3: 2
nand3: 8
nor4: 6
a21oi: 3
nor2: 14
nor4bb: 1
or2: 3
and3b: 2
nor3b: 1
and4b: 1
nand2: 21
inv: 5
xor2: 4
clkbuf: 8
o21ai: 16
nor3: 6
nand2b: 1
o31ai: 10
buf: 2
dfxtp: 57
nand3b: 1
mux2: 1
nand4: 2
or3: 6
o31a: 1
a21boi: 1
cell families after synthesis:
family                     after synthesis  synth area share
xor gates and xnor gates                49             0.176
AOI/OAI and AO/OA                       40             0.111
and+or+nand+nor                         86             0.197
buffers and inverters                   15            0.0267
DFF                                     57             0.469
muxes                                    1           0.00463
adders and majority gates                3            0.0154
area by class of cell:
class	instances	area share
sequential	57	0.360
clock inverter	1	0.00158
tap	54	0.0213
timing repair buffer	56	0.177
multi-input combinational	179	0.388
clock buffer	12	0.0458
inverter	5	0.00593
layer usage:
metal	GRT usage	up-vias	wire, microns
met1	0.234	820	1880
met2	0.298	55	1800
met3	0.0342	13	197
li1	-	999	-
met5	0	-	0
met4	0.0479	0	146
report_power, final:
part / internal (uW) / total, uW / switching, uW
registers: 446 / 484 / 38.0
clock network: 158 / 285 / 127
logic: 99.1 / 142 / 43.3
total: 703 / 911 / 208
flip-flops by register name (all words and copies together) (netlist names):
signal          flops
num_orig_sflag      1
round              13
overflow            1
num_comp           13
num_orig_rflag      1
num_orig           27
reg_overflow        1
path summary, 6_finish.rpt:
kind	from	endpoint	slack, ns
worst max register to register	num_orig_sflag	round[11]	3.79
worst max-delay path	fixed_num[20]	num_orig[35]	2.52
worst min register to register	reg_overflow	overflow	0.33
worst min-delay path	reg_overflow	overflow	0.33
per-stage QoR:
stage	total power, uW	cells	util	hold slack, ns	setup WS [ns]
global route	967	364	0.675	0.334	2.35
detailed placement	636	351	0.643	0.312	2.21
finish	911	364	0.675	0.325	2.52
global placement	633	351	0.643	0.311	2.21
floorplan	553	251	-	0.310	2.95
CTS	926	364	0.675	0.325	2.54
Power figures rest on the tool's default switching activity, not on a simulated workload.
